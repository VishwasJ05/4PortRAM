<file path="design/flow/constraint.sdc">
current_design ram_1

set clk_period 39.1
set clk_io_pct 0.2

create_clock -name clk0 -period $clk_period [get_ports {clk}]

set non_clock_inputs [all_inputs -no_clocks]
set_input_delay [expr $clk_period * $clk_io_pct] -clock clk0 $non_clock_inputs
set_output_delay [expr $clk_period * $clk_io_pct] -clock clk0 [all_outputs]
</file>
<file path="design/flow/config.mk">
export PLATFORM = sky130hd
export DESIGN_NAME = ram_1
export DESIGN_NICKNAME = ram_1
export VERILOG_FILES = /design/flow/design.v
export SDC_FILE = /design/flow/constraint.sdc
export NUM_CORES = 4
export LEC_CHECK = 1
export CORE_UTILIZATION = 40
export SYNTH_MEMORY_MAX_BITS = 65536
</file>
<file path="design/flow/design.v">
`timescale 1ns / 1ps
module ram_1 #(parameter addr_size = 10, word_size = 8, memory_size = 1024)(
    input clk,
    input wr,
    input cs,
    input [addr_size-1:0] addr,
    input [word_size-1:0] data_in,
    output reg [word_size-1:0] data_out
);
    reg [word_size-1:0] mem [0:memory_size-1];
    always @(posedge clk) begin
        if (cs && wr) begin
            mem[addr] <= data_in;
        end
    end
    always @(*) begin
        if (cs && !wr)
            data_out = mem[addr];
        else
            data_out = 0;
    end
endmodule
</file>
<file path="design/flow/run.sh">
#!/bin/bash
# OpenROAD 26Q1-2900-gdf79404cd8, Yosys 0.63+post, stock flow scripts
make -C /OpenROAD-flow-scripts/flow DESIGN_CONFIG=/design/flow/config.mk WORK_HOME=/design/flow/orfs finish
</file>
==> flow_metrics.py <==
# Synthesis and PnR figures
metrics = {
    "final_timing": {
        "slew_viol_final": 0,
        "max_slew_margin_pct": 23.7,
        "finalCriticalPeriod_ps": 24730,
        "setup_violations": 0,
        "fmax_ghz": 0.0404,
        "worst_pin_slew_ps": 1140,
        "fin_setup_tns_ps": 0,
        "fin_ws_ps": 14370,
        "final_hold_viol_count": 0,
        "finalClockPeriodUsage_pct": 63.3,
        "rsz0062_at_grt": "false",
    },
    "logic_synthesis": {
        "ys_area_sq_um": 316000,
        "synth_cells": 16600,
        "ys_ff": 8192,
        "synth_area_sq_um": 316000,
        "edf_count": 8192,
        "top_cell_area_share_pct": 78.0,
        "ys_seq_share_pct": 78.0,
        "synth_cell_type_count": 63,
        "ff_type": "edfxtp_1",
        "synth_top_cell_by_area": "edfxtp_1",
        "yosys_warnings": 1,
        "ys_cells": 16600,
        "async_reset_ff_share_pct": 0,
        "synth_area_per_cell_sq_um": 19.0,
        "area_leaders": "edfxtp_1, mux2i_1, mux4_2, o22ai_1, nor2_1",
    },
    "clock_tree": {
        "cts_setup_buffers": 0,
        "cts_max_path_buffers": 4,
        "cts_made_buffers": 818,
        "ctsHoldBuffers": 0,
        "post_cts_resized": 0,
        "clk_root_buffer_cell": "clkbuf_16",
        "h-tree-depth": 6,
        "numClockSinks": 8192,
        "cts_tree": "built",
        "cts.clk_slew.worst_paths_ps": 70,
    },
    "worst_setup_path": {
        "critPathLaunchType": "input port",
        "worstSetupPathType": "input port to output port",
        "crit_fanout": 72,
        "cp.arrival_ps": 16910,
        "critPathRequiredTime_ps": 31280,
        "endpoint_kind": "output port",
    },
    "place": {
        "routabilityCongestion": 0.921,
        "hpwl_microns": 552000,
        "place_area_sq_um": 330000,
        "place_inst": 26700,
        "port_buffers": 28,
        "dp_slack_ps": 14350,
    },
    "global_route": {
        "antenna_found_initial": 58,
        "grt_max_degree": 133,
        "grt_util_all_layers_pct": 24.6,
        "overflow": 0,
        "grt_pass1_wl_microns": 1270000,
        "grt_pass1_vias": 171000,
    },
    "finish": {
        "largest_register_ffs": 8192,
        "largest-register": "mem",
        "reg.largest.list": "mem x8192",
        "areaGrowthSynthToFinish_pct": 12.8,
        "final_cells": 28300,
        "design_area_sq_um": 356000,
        "fillCellCount": 64700,
        "drive_gt1_share_pct": 14.8,
    },
    "die": {
        "die_area_sq_um": 792000,
        "chipHeight_microns": 890,
        "fp_util_pct": 40.2,
        "rows": 325,
        "num_io_pins": 29,
        "die_w_microns": 890,
        "core_sq_um": 784000,
    },
    "routing": {
        "drt_wl_total_microns": 899000,
        "route.detailed.drc": 0,
        "wl_per_cell_microns": 31.7,
        "final_antenna_net_count": 0,
        "route.vias.total": 161000,
        "avgViaCountPerCell": 5.70,
        "drt_iter0_drc": 11500,
        "dr.pass1.iters": 6,
    },
    "pwr": {
        "cellPowerDensity_nw_per_um2": 50.4,
        "power.total_mw": 18.0,
        "leakage_nw": 116,
        "ir_worst_vdd_uv": 50.5,
    },
    "min_path": {
        "hold_end": "mem[592][3]",
        "hold_path_class": "input port to register",
        "worstHoldStart": "data_in[3]",
        "holdPathStages": 1,
    },
    "job": {
        "warnings": 56,
        "drv_cap": 0,
    },
    "status": {
        "status": "completed",
    },
}
## per-layer routing
metal,vias to the layer above,GRT usage [%],part of all wire (%)
met3,1676,20.3,19
met1,81200,29.0,32
met2,9344,34.2,45
li1,68900,-,-
met5,-,2.64,0.31
met4,148,8.11,4.0
## layout by cell type (no fill, tap or decap), types with 14 or more instances in the layout
cell,instances
clkinv_1,225
or4_1,41
clkbuf_1,206
nand3_1,82
buf_12,24
edfxtp_1,8192
clkbuf_16,825
a221oi_1,41
clkinv_16,19
o21ai_0,98
o221ai_1,15
clkinv_8,14
a22oi_1,267
o2111a_1,14
nand2_4,32
o2111ai_1,41
bufinv_16,47
o211ai_1,37
diode_2,94
buf_4,714
and3_1,18
a31oi_1,22
o22ai_1,1232
nor2_1,1181
a21oi_1,39
mux2i_1,2743
clkinv_2,131
mux2_2,24
nor3_1,70
nand2_1,183
nor4_1,249
o21ai_1,25
mux4_2,691
## synth_stat cells (all sizes together) (22+ instances only)
master / number
mux2i: 2744
a221oi: 42
a21oi: 39
nor4: 255
buf: 622
nor3: 75
clkbuf: 467
o211ai: 37
o21ai: 123
nor2: 1190
nand2: 215
or4: 42
a31oi: 22
o2111ai: 41
a22oi: 267
mux4: 691
edfxtp: 8192
mux2: 24
o22ai: 1232
nand3: 82
## cell families (layout without fill, tap and decap cells)
| logic type | count (synthesis) | in the layout | synth area share [%] |
|---|---|---|---|
| compound gates | 1894 | 1894 | 3.96 |
| buf+inv | 1091 | 2263 | 1.62 |
| flops | 8192 | 8192 | 78.0 |
| mux | 3459 | 3459 | 13.7 |
| other cells | 0 | 94 | 0 |
| simple gates | 1938 | 1938 | 2.72 |
## report_power, final
| group | internal, mW | switching (mW) |
|---|---|---|
| clock | 4.19 | 3.30 |
| combinational | 0.239 | 0.567 |
| sequential | 9.66 | 0.000637 |
## worst max-delay path, cell delays in order
cell	delay, ps
buf_16	270
buf_12	470
buf_4	490
buf_4	540
buf_4	570
buf_4	660
buf_4	650
buf_4	660
buf_4	750
buf_4	670
mux2i_1	270
o22ai_1	120
nor4_1	540
nand2_1	260
o211ai_1	230
o21ai_0	300
a211oi_1	330
a31oi_1	380
clkdlybuf4s50_1	540
## how the worst max path moves through the flow
| stage | slack, ps | depth (start not counted) | to | from |
|---|---|---|---|---|
| CTS | 14360 | 19 | data_out[4] | addr[1] |
| global route | 13850 | 19 | data_out[7] | addr[1] |
| finish | 14370 | 19 | data_out[7] | addr[1] |
## through the flow
| stage | hold WS [ps] | util [%] |
|---|---|---|
| CTS | 7020 | 45.3 |
| finish | 7100 | 45.4 |
| detailed placement | 8250 | 42.1 |
| global placement | 8250 | 42.1 |
| floorplan | 7920 | - |
| global route | 7070 | 45.4 |
## final cells by class
cell class	count	area [sq um]	share of cell area, %
antenna	94	235	0.0661
clock buffer	1031	21400	6.02
clock inverter	466	4060	1.14
inverter	2	8.76	0.00246
multi-input combinational	7291	65000	18.2
sequential	8192	246000	69.1
tap	10500	13100	3.68
timing repair buffer	764	6170	1.73
Power figures rest on the tool's default switching activity, not on a simulated workload.
